**flow/run.sh**
```bash
#!/bin/bash
# OpenROAD 26Q1-2900-gdf79404cd8, Yosys 0.63+post, stock flow scripts
make -C /OpenROAD-flow-scripts/flow DESIGN_CONFIG=/design/flow/config.mk WORK_HOME=/design/flow/orfs finish
```
**flow/constraint.sdc**
```tcl
current_design EXU

set clk_period 33.1
set clk_io_pct 0.2

create_clock -name clk0 -period $clk_period [get_ports {clk}]

set non_clock_inputs [all_inputs -no_clocks]
set_input_delay [expr $clk_period * $clk_io_pct] -clock clk0 $non_clock_inputs
set_output_delay [expr $clk_period * $clk_io_pct] -clock clk0 [all_outputs]
```
**flow/design.v**
```verilog
module ALU #(parameter WIDTH = 32) (         
    input [3 : 0] alu_op,
    input [WIDTH - 1 : 0] data1,
    input [WIDTH - 1 : 0] data2,
    output [WIDTH - 1 : 0] result,
    output zero_flag
);
wire cin = alu_op[2] | alu_op[0];
wire [WIDTH - 1 : 0] addsub_result;
wire cout;
adder32 addsub(
    .a(data1),
    .b(data2 ^ {WIDTH{cin}}),
    .cin(cin),
    .result(addsub_result),
    .cout(cout)
);
wire [WIDTH - 1 : 0] left_logic_shifter = data1 << data2[$clog2(WIDTH) - 1 : 0];
wire [WIDTH - 1 : 0] right_logic_shifter = data1 >> data2[$clog2(WIDTH) - 1 : 0];
wire [WIDTH - 1 : 0] right_arithmetic_shifter = $signed(data1) >>> data2[$clog2(WIDTH) - 1 : 0];
wire [WIDTH - 1 : 0] and_result = data1 & data2;
wire [WIDTH - 1 : 0] or_result = data1 | data2;
wire [WIDTH - 1 : 0] xor_result = data1 ^ data2;
wire real_symbol = data2[WIDTH - 1] ^ cin;
wire overflow_flag = (data1[WIDTH - 1] & real_symbol & ~addsub_result[WIDTH - 1]) | 
                     (~data1[WIDTH - 1] & ~real_symbol & addsub_result[WIDTH - 1]);
wire [WIDTH - 1 : 0] less_signed_result = {{(WIDTH - 1){1'b0}}, addsub_result[WIDTH - 1] ^ overflow_flag};
wire [WIDTH - 1 : 0] less_unsigned_result = {{(WIDTH - 1){1'b0}}, cout ^ cin};
logic [WIDTH - 1 : 0] result_comb;
always_comb begin
    case(alu_op)
        4'b0000: result_comb = addsub_result;
        4'b0001: result_comb = addsub_result;
        4'b1110: result_comb = and_result;
        4'b1100: result_comb = or_result;
        4'b1000: result_comb = xor_result;
        4'b0010: result_comb = left_logic_shifter;
        4'b1010: result_comb = right_logic_shifter;
        4'b1011: result_comb = right_arithmetic_shifter;
        4'b0100: result_comb = less_signed_result;
        4'b0110: result_comb = less_unsigned_result;
        default: result_comb = data2;
    endcase
end
assign result = result_comb;
assign zero_flag = ~(|addsub_result);
endmodule
module CSR #(parameter WIDTH = 32) (
    input clk,
    input rst,
    input wen,
    input is_ecall,
    input [11 : 0] addr,
    input [WIDTH - 1 : 0] data_in,
    input [WIDTH - 1 : 0] pc,
    output [WIDTH - 1 : 0] data_out,
    output [WIDTH - 1 : 0] mtvec,
    output [WIDTH - 1 : 0] mepc
);
reg [WIDTH - 1 : 0] reg_mcause, reg_mstatus, reg_mtvec, reg_mepc;
wire is_mcause = (addr[7 : 0] == 8'h42);
wire is_mstatus = (addr[7 : 0] == 8'h00);
wire is_mtvec = (addr[7 : 0] == 8'h05);
wire is_mepc = (addr[7 : 0] == 8'h41);
always @(posedge clk) begin
    if (rst) begin
        reg_mcause <= {WIDTH{1'b0}};
        reg_mtvec <= {WIDTH{1'b0}};
        reg_mepc <= {WIDTH{1'b0}};
    end else begin
        if (is_ecall) begin
            reg_mcause <= 32'd11;
            reg_mepc <= pc;
            reg_mstatus <= 32'h1800;     
        end else begin
            reg_mcause <= (is_mcause & wen) ? data_in : reg_mcause;
            reg_mstatus <= (is_mstatus & wen) ? data_in : reg_mstatus;
            reg_mtvec <= (is_mtvec & wen) ? data_in : reg_mtvec;
            reg_mepc <= (is_mepc & wen) ? data_in : reg_mepc;
        end
    end
end
assign data_out = {32{is_mcause}} & reg_mcause | 
                  {32{is_mstatus}} & reg_mstatus | 
                  {32{is_mtvec}} & reg_mtvec | 
                  {32{is_mepc}} & reg_mepc;
assign mtvec = reg_mtvec;
assign mepc = reg_mepc;
endmodule
module EXU #(parameter WIDTH = 32) (
    input clk,
    input rst,
    input idu_valid,
    input [191 : 0] idu_data,
    output exu_ready,
    output exu_valid,
    output reg [108 : 0] exu_data,
    input lsu_ready,
    output pre_lsu_ren,
    output pre_lsu_wen,
    input [1 : 0] pc_sel,
    input pc_sel_for_adder_left,
    input is_branch,
    input [31 : 0] imm,
    input [31 : 0] inst,
    output [31 : 0] pc
);
wire [WIDTH - 1 : 0] alu_data1 = idu_data[191 : 160];
wire [WIDTH - 1 : 0] alu_data2 = idu_data[159 : 128];
wire [3 : 0] alu_op = idu_data[127 : 124];
wire csr_wen = idu_data[123];
wire csr_sel = idu_data[122];
wire csr_is_ecall = idu_data[121];
wire [11 : 0] csr_addr = idu_data[120 : 109];
wire [31 : 0] pc_now = idu_data[108 : 77];
wire [31 : 0] rs1_data = idu_data[76 : 45];
wire [44 : 0] rest_idu_data = idu_data[44 : 0];
assign pre_lsu_ren = idu_data[44];
assign pre_lsu_wen = idu_data[43];
typedef enum logic { 
    S_IDLE,
    S_WAIT_READY
} exu_state_t;
exu_state_t state, next_state;
always_ff @(posedge clk) begin
    state <= rst ? S_IDLE : next_state;
end
always_comb begin
    case(state)
        S_IDLE:
            next_state = (exu_valid & ~lsu_ready) ? S_WAIT_READY : S_IDLE;
        S_WAIT_READY:
            next_state = (lsu_ready) ? S_IDLE : S_WAIT_READY;
        default:
            next_state = S_IDLE;
    endcase
end
reg has_new_data;
always_ff @(posedge clk) begin
    has_new_data <= (idu_valid & exu_ready) ? 1'b1 : 1'b0;
end
assign exu_ready = lsu_ready;
assign exu_valid = has_new_data | (state == S_WAIT_READY);
wire [31 : 0] alu_result;
wire zero_flag;
ALU #(WIDTH) alu (
    .alu_op(alu_op),
    .data1(alu_data1),
    .data2(alu_data2),
    .result(alu_result),
    .zero_flag(zero_flag)
);
wire [31 : 0] mtvec;     
wire [31 : 0] mepc;      
wire [31 : 0] csr_data_o;
wire [31 : 0] csr_data_i = csr_sel ? rs1_data | csr_data_o : rs1_data;
CSR #(32) CSR_INTER(
    .clk(clk),
    .rst(rst),
    .wen(csr_wen & has_new_data),
    .is_ecall(csr_is_ecall & has_new_data),
    .addr(csr_addr),
    .data_in(csr_data_i),
    .pc(pc_now),
    .data_out(csr_data_o),
    .mtvec(mtvec),
    .mepc(mepc)
);
always_ff @(posedge clk) begin
    exu_data <= (exu_valid & lsu_ready) ? {alu_result, rest_idu_data, csr_data_o} : exu_data;
end
PC #(WIDTH) PC_INTER(
    .clk(clk),
    .rst(rst),
    .valid(exu_valid),
    .sel(pc_sel),
    .sel_for_adder_left(pc_sel_for_adder_left),
    .is_branch(is_branch),
    .zero_flag(zero_flag),
    .less_flag(alu_result[0]),
    .inst(inst),
    .rs1(rs1_data),
    .imm(imm),
    .mtvec(mtvec),
    .mepc(mepc),
    .pc(pc)
);
endmodule
module PC #(parameter WIDTH = 32) (
    input clk,
    input rst,
    input valid,
    input [1 : 0] sel,
    input sel_for_adder_left,
    input is_branch,
    input zero_flag,
    input less_flag,
    input [31 : 0] inst,
    input [WIDTH - 1 : 0] rs1,
    input [WIDTH - 1 : 0] imm,
    input [WIDTH - 1 : 0] mtvec,
    input [WIDTH - 1 : 0] mepc,
    output reg [WIDTH - 1 : 0] pc
);
wire sel_for_adder_right = inst[6] & inst[2] |      
                            is_branch & ~inst[14] & ~inst[12] & zero_flag |
                            is_branch & ~inst[14] & inst[12] & ~zero_flag |
                            is_branch & inst[14] & ~inst[12] & less_flag |
                            is_branch & inst[14] & inst[12] & ~less_flag;
wire [WIDTH - 1 : 0] adder_left = sel_for_adder_left ? rs1 : pc;
wire [WIDTH - 1 : 0] adder_right = sel_for_adder_right ? imm : {{(WIDTH-3){1'b0}}, 3'b100};
wire [WIDTH - 1 : 0] adder_result = adder_left + adder_right;
wire [WIDTH - 1 : 0] new_pc = sel == 2'b01 ? mtvec :
                              sel == 2'b11 ? mepc  : 
                              adder_result;
always_ff @(posedge clk) begin
    if (rst) pc <= 32'h80000000;
    else if (valid) pc <= new_pc;
    else pc <= pc;
end
endmodule
module adder32(
    input  [31 : 0] a,
    input  [31 : 0] b,
    input cin,
    output  [31 : 0] result,
    output cout
);
wire [31 : 0] p = a | b;
wire [31 : 0] g = a & b;
wire [7 : 0] P, G;
wire [31 : 0] c;
carry_4 C3_0(p[3 : 0], g[3 : 0], cin, c[2 : 0], P[0], G[0]);
carry_4 C7_4(p[7 : 4], g[7 : 4], c[3], c[6 : 4], P[1], G[1]);
carry_4 C11_8(p[11 : 8], g[11 : 8], c[7], c[10 : 8], P[2], G[2]);
carry_4 C15_12(p[15 : 12], g[15 : 12], c[11], c[14 : 12], P[3], G[3]);
carry_4_out_4 C_INTER_2_1(P[3 : 0], G[3 : 0], cin, {c[15], c[11], c[7], c[3]});
carry_4 C19_16(p[19 : 16], g[19 : 16], c[15], c[18 : 16], P[4], G[4]);
carry_4 C23_20(p[23 : 20], g[23 : 20], c[19], c[22 : 20], P[5], G[5]);
carry_4 C27_24(p[27 : 24], g[27 : 24], c[23], c[26 : 24], P[6], G[6]);
carry_4 C31_28(p[31 : 28], g[31 : 28], c[27], c[30 : 28], P[7], G[7]);
carry_4_out_4 C_INTER_2_2(P[7 : 4], G[7 : 4], c[15], {c[31], c[27], c[23], c[19]});
assign result = a ^ b ^ {c[30 : 0], cin};
assign cout = c[31];
endmodule
module carry_4(
    input [3 : 0] p,
    input [3 : 0] g,
    input cin,
    output [2 : 0] cout,
    output P,
    output G
);
assign P = &p;
assign G = g[3] | p[3] & g[2] | p[3] & p[2] & g[1] | p[3] & p[2] & p[1] & g[0];
assign cout[0] = g[0] | p[0] & cin;
assign cout[1] = g[1] | p[1] & g[0] | p[1] & p[0] & cin;
assign cout[2] = g[2] | p[2] & g[1] | p[2] & p[1] & g[0] | p[2] & p[1] & p[0] & cin;
endmodule
module carry_4_out_4(
    input [3 : 0] p,
    input [3 : 0] g,
    input cin,
    output [3 : 0] cout
);
assign cout[0] = g[0] | p[0] & cin;
assign cout[1] = g[1] | p[1] & g[0] | p[1] & p[0] & cin;
assign cout[2] = g[2] | p[2] & g[1] | p[2] & p[1] & g[0] | p[2] & p[1] & p[0] & cin;
assign cout[3] = g[3] | p[3] & g[2] | p[3] & p[2] & g[1] | p[3] & p[2] & p[1] & g[0] | p[3] & p[2] & p[1] & p[0] & cin;
endmodule
```
**flow/config.mk**
```make
export PLATFORM = sky130hd
export DESIGN_NAME = EXU
export DESIGN_NICKNAME = EXU
export VERILOG_FILES = /design/flow/design.v
export SDC_FILE = /design/flow/constraint.sdc
export NUM_CORES = 4
export LEC_CHECK = 1
export CORE_UTILIZATION = 40
```
==> notes.md <==
run metrics: Max VDD drop 0.0430 mV, filler cell count 4593, measured slew at the worst slew-check pin 0.865 ns, CP Class input port to flip-flop, vias per cell 5.86, Psw 324 uW, Syn. warnings 4, cell type with the largest total area edfxtp_1, CTS tree built, setup TNS 0 ns, Yosys top cell by instances nor2_1, Total GRT Usage 32.6%, FP Util 40.7%, layout cells sized above 1 7.88%, RR Endpoint PC_INTER.pc[30], Most common reg cell edfxtp_1, Area Overhead vs Synth 26.2%, Root Buffer clkbuf_16, Synth Cell Area 20500 um^2, Clk pwr share 33.4%, initial DRC count 1783, worst rel slew slack 41.6%, antenna-violating nets left 0, routed wire length 83.4 mm, Hold Path Depth 2, R2R Setup Slk 28.87 ns, Synth area leaders edfxtp_1 (21%), dfxtp_1 (13%), ha_1 (9.7%), maximum clock rate 0.0566 GHz, core area 50400 um^2, xor/xnor share 3.37%, register area share after synthesis 33.4%, CTS Hold Bufs 0, Gate power share 29.3%, unrepaired setup endpoints after global routing false, vias in the first global route 18600, LEAKAGE 10.1 nW, cell area power density 38.6 nW/um^2, Synthesized registers 271, DRC viols 0, Top cell area share 20.7%, I/O pin total 409, Syn Area/Cell 8.59 um^2, CP startpoint kind input port, sequential power share 37.3%, Die Y 228 um, fin crit period 17.68 ns, period utilization 53.4%, Rows 82, Max stage delay on crit path 0.79 ns, Final Hold Vio Count 0, H-Tree Depth 1, DP Wirelength 61.3 mm, CP arrival 18.22 ns, Synth async-reset ratio 0%, Pre-antenna DRT Iters 6, Final Hold Slack 0.468 ns, WP buf/inv 7, first-pass GRT wire length 122 mm, via count 19800, Worst path slowest cell clkdlybuf4s50_1, worst reg2reg path depth 17, grt ovf 0, count of library flops with an enable pin 141, top post-synthesis cells by count nor2_1 (338), nand2_1 (230), a21oi_1 (229), HP Start PC_INTER.pc[2], clk latency late pin 0.62 ns, CP dominant cell by count buf_4, largest net degree at the start of global routing 65, FA/HA/MAJ Cells, Area Fraction 10.4%, Worst Setup End Kind flip-flop, CTS buffer count 30, gpl congestion 0.993, number of gates resized after CTS 0, crit path max fanout 32, Final setup viols 0, reg-to-reg startpoint PC_INTER.pc[0], chip area in the Yosys report 20500 um^2, die span in x 228 um, Die Area 52100 um^2, Distinct lib cells used 87, count of input and output buffers 376, postcts setup bufs 0, hold worst-path end PC_INTER.pc[2], CTS clk-pin slew, worst paths 0.07 ns, Worst Skew 0.0409 ns, post-synthesis mux area share 9.12%, maximum capacitance violations 0, initial antenna violation count 7, AND-OR/OR-AND Cells, Area Fraction 22.1%, CTS max path bufs 3, tool warning count 128, CP top delay family simple AND/OR/NAND/NOR gates, Sw Share 32.4%, worst min path class flip-flop to flip-flop, simple share 16.0%, Pint 675 uW, wire per inst 24.7 um, top comb family, area AND-OR/OR-AND gates, CP Data Required Time 33.64 ns, outcome complete, no violations, Yosys Instances 2385, Max Slew Vio Count 0, CTS sink cnt 271, cells after synthesis 2385
==> worst register-to-register path, stage by stage, from the launching register on <==
cell and delay, ns:
dfxtp_1 0.34, mux2_2 0.15, ha_1 0.19, inv_1 0.07
fa_1 0.46, nor2b_1 0.12, o21ai_0 0.10, a21boi_0 0.27
o21ai_0 0.14, a21boi_0 0.37, nor3_1 0.10, nand4b_1 0.33
o311a_1 0.40, o311ai_0 0.36, buf_4 0.21, o221ai_1 0.11
xor2_1 0.18, a211oi_1 0.23
==> worst max path at each step <==
stage,slack [ns],depth (start not counted),start,end
final,15.42,39,idu_data[124],PC_INTER.pc[30]
after CTS,15.47,39,idu_data[124],PC_INTER.pc[30]
after global routing,14.86,39,idu_data[124],PC_INTER.pc[30]
==> stage by stage <==
step | util [%] | total power [mW] | setup slack, ns | instance area [um^2] | instances
CTS | 51.3 | 1.00 | 15.47 | 25800 | 3374
finish | 51.3 | 0.999 | 15.42 | 25800 | 3376
detailed placement | 49.4 | 0.665 | 14.89 | 24900 | 3319
global route | 51.3 | 1.04 | 14.86 | 25800 | 3374
floorplan | - | 0.541 | 17.10 | 20500 | 2385
global placement | 49.4 | 0.664 | 14.91 | 24900 | 3319
==> placed cells by master, fill, tap and decap left out, types with 10 or more instances in the layout <==
cell             synthesis  layout
buf_4                    5      51
nand2b_1                10      10
mux2i_1                 73      73
inv_1                  130     130
a211oi_1                81      81
nand2_1                230     230
a21o_1                  23      23
xnor2_1                 59      59
ha_1                   158     158
nor2b_1                 33      33
o21a_1                  12      12
xor2_1                  18      18
nand3_1                 34      33
mux2_2                  40      40
mux4_2                  30      30
a222oi_1                32      32
dfxtp_1                130     130
a22oi_1                 13      13
edfxtp_1               141     141
nor2_1                 338     334
clkbuf_16                0      30
or3_1                   12      12
o21ai_0                106     106
o211ai_1                46      46
nor3_1                  27      24
a21oi_1                229     228
clkdlybuf4s50_1          0     369
a221oi_1                31      31
==> layout make-up <==
type | count | area [um^2] | area share, %
multi-input combinational | 1818 | 12600 | 48.7
sequential | 271 | 6840 | 26.4
timing repair buffer | 425 | 4100 | 15.9
clock buffer | 42 | 846 | 3.27
tap | 672 | 841 | 3.25
inverter | 133 | 499 | 1.93
clock inverter | 13 | 129 | 0.499
antenna | 2 | 5.00 | 0.0194
==> layer usage <==
layer	up-vias	track usage (%)	share of wire, %
met2	962	43.6	40
met3	106	16.5	14
met4	8	5.98	2.3
met1	9437	48.7	43
li1	9271	-	-
met5	-	0	0.056
==> cell families after synthesis <==
| logic type | after synthesis |
|---|---|
| fa+ha+maj | 166 |
| xor+xnor | 78 |
| compound gates | 683 |
| mux | 144 |
| flops | 271 |
| buf+inv | 296 |
| simple gates | 747 |
==> power groups by stage <==
stage     registers [mW]  clock network [mW]  logic (mW)
6_report           0.372               0.333       0.293
5_1_grt            0.373               0.353       0.315
4_1_cts            0.372               0.340       0.288
==> flip-flops by register name, indices dropped and copies added, names as in the netlist <==
name                   flops
exu_data                 109
CSR_INTER.reg_mcause      32
CSR_INTER.reg_mepc        32
CSR_INTER.reg_mstatus     32
CSR_INTER.reg_mtvec       32
PC_INTER.pc               32
has_new_data               1
state                      1
Power figures rest on the tool's default switching activity, not on a simulated workload.
