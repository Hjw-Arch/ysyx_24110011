[./run.sh]
#!/bin/bash
# OpenROAD 26Q1-2900-gdf79404cd8, Yosys 0.63+post, stock flow scripts
make -C /OpenROAD-flow-scripts/flow DESIGN_CONFIG=/design/flow/config.mk WORK_HOME=/design/flow/orfs finish
[./design.v]
module adder # (parameter BITWIDTH = 32) (
    input [BITWIDTH - 1 : 0] augend, addend,
    input cin,
    output [BITWIDTH - 1 : 0] sum,
    output cout
);
generate
    genvar i;  
    wire [BITWIDTH / 4 : 0] c_wire;
    assign c_wire[0] = cin;
    for (i = 0; i < BITWIDTH / 4; i = i + 1) begin
        lookAhead_Adder add(.augend(augend[(i + 1) * 4 - 1 : i * 4]), 
                            .addend(addend[(i + 1) * 4 - 1 : i * 4]), 
                            .cin(c_wire[i]), 
                            .sum(sum[(i + 1) * 4 - 1 : i * 4]), 
                            .cout(c_wire[i + 1])
                            );
    end
    assign cout = c_wire[BITWIDTH / 4];
endgenerate
endmodule
module addsuber #(parameter BITWIDTH = 32) (
    input [BITWIDTH - 1 : 0] input1,
    input [BITWIDTH - 1 : 0] input2,
    input add_or_sub,
    output [BITWIDTH - 1 : 0] result,
    output carry_flag, overflow_flag, zero_flag
);
wire cout;
adder #(BITWIDTH) add_sub(
    input1,
    {BITWIDTH{add_or_sub}} ^ input2,
    add_or_sub,
    result,
    cout
);
wire symbol_bit = add_or_sub ^ input2[BITWIDTH - 1];
assign overflow_flag = (input1[BITWIDTH - 1] & symbol_bit & ~result[BITWIDTH - 1]) | (~input1[BITWIDTH - 1] & ~symbol_bit & result[BITWIDTH - 1]);
assign carry_flag = add_or_sub ^ cout;
assign zero_flag = ~(|result);
endmodule
module alu #(parameter BITWIDTH = 32) (
    input [BITWIDTH - 1 : 0] inputA,
    input [BITWIDTH - 1 : 0] inputB,
    input [3 : 0] aluOP,
    output [BITWIDTH - 1 : 0] result,
    output zero_flag
);
wire unusedSigned_cout;
wire [BITWIDTH - 1 : 0] computeResult;
wire carry_flag, overflow_flag;
addsuber #(BITWIDTH) _addsuber(
    .input1(inputA),
    .input2(inputB),
    .add_or_sub(aluOP[0] | aluOP[2]),      
    .result(computeResult),
    .carry_flag(carry_flag),
    .overflow_flag(overflow_flag),
    .zero_flag(zero_flag)
);
wire [BITWIDTH - 1 : 0] shifterResult;
barrel_shifter #(BITWIDTH) _shifter(
    .data(inputA),
    .la(aluOP[0]),
    .lr(aluOP[3]),
    .shift_number(inputB[$clog2(BITWIDTH) - 1 : 0]),
    .result(shifterResult)
);
wire [BITWIDTH - 1 : 0] andResult = inputA & inputB;
wire [BITWIDTH - 1 : 0] orResult = inputA | inputB;
wire [BITWIDTH - 1 : 0] xorResult = inputA ^ inputB;
wire [BITWIDTH - 1 : 0] lessSignedResult = {31'b0, (computeResult[BITWIDTH - 1] ^ overflow_flag)};
wire [BITWIDTH - 1 : 0] lessUnsignedResult = {31'b0, carry_flag};
wire [BITWIDTH - 1 : 0] copyResult = inputB;
assign result = {BITWIDTH{~aluOP[3] & ~aluOP[2] & ~aluOP[1]}} & computeResult | 
                {BITWIDTH{~aluOP[2] & aluOP[1]}} & shifterResult |
                {BITWIDTH{~aluOP[3] & aluOP[2] & ~aluOP[1]}} & lessSignedResult |
                {BITWIDTH{~aluOP[3] & aluOP[2] & aluOP[1]}} & lessUnsignedResult |
                {BITWIDTH{aluOP[3] & ~aluOP[2] & ~aluOP[1] & ~aluOP[0]}} & xorResult |
                {BITWIDTH{aluOP[3] & aluOP[2] & ~aluOP[1] & ~aluOP[0]}} & orResult |
                {BITWIDTH{aluOP[3] & aluOP[2] & aluOP[1] & ~aluOP[0]}} & andResult |
                {BITWIDTH{aluOP[3] & ~aluOP[2] & ~aluOP[1] & aluOP[0]}} & copyResult;
endmodule
module barrel_shifter #(parameter BITWIDTH = 32) (
    input [BITWIDTH - 1 : 0] data,
    input la,        
    input lr,        
    input [$clog2(BITWIDTH) - 1 : 0] shift_number,
    output [BITWIDTH - 1 : 0] result
);
wire [BITWIDTH - 1 : 0] temp_in[$clog2(BITWIDTH) : 0] ;
assign temp_in[0] = data;
genvar i, j;
generate
    for (i = 0; i < ($clog2(BITWIDTH)); i = i + 1) begin
        wire [BITWIDTH - 1 : 0] left_in, right_in;
        for (j = 0; j < BITWIDTH; j = j + 1) begin
            if (j < 2 ** i) begin
                assign left_in[j] = 0;
                assign right_in[BITWIDTH - 1 - j] = la & data[BITWIDTH - 1];
            end else begin
                assign left_in[j] = temp_in[i][j - 2 ** i];
                assign right_in[BITWIDTH - 1 - j] = temp_in[i][BITWIDTH - 1 - j + 2 ** i];
            end
        end
        for(j = 0; j < BITWIDTH; j = j + 1)
            mux4_1 mux({right_in[j], temp_in[i][j], left_in[j], temp_in[i][j]}, {lr, shift_number[i]}, temp_in[i + 1][j]);
    end
endgenerate
assign result = temp_in[$clog2(BITWIDTH)];
endmodule
module lookAhead_Adder (
    input [3 : 0] augend,
    input [3 : 0] addend,
    input cin,
    output [3 : 0] sum,
    output cout
);
wire [3 : 0] C, G, P;
assign G = augend & addend;
assign P = augend ^ addend;
assign C[0] = G[0] | (P[0] & cin);
assign C[1] = G[1] | (P[1] & G[0]) | (P[1] & P[0] & cin);
assign C[2] = G[2] | (P[2] & G[1]) | (P[2] & P[1] & G[0]) | (P[2] & P[1] & P[0] & cin);
assign C[3] = G[3] | (P[3] & G[2]) | (P[3] & P[2] & G[1]) | (P[3] & P[2] & P[1] & G[0]) | (P[3] & P[2] & P[1] & P[0] & cin);
assign cout = C[3];
assign sum[0] = P[0] ^ cin;
assign sum[1] = P[1] ^ C[0];
assign sum[2] = P[2] ^ C[1];
assign sum[3] = P[3] ^ C[2];
endmodule
module mux4_1(
    input [3 : 0] data,
    input [1 : 0] sel,
    output result
);
assign result = (~sel[1] & ~sel[0] & data[0]) | (~sel[1] & sel[0] & data[1]) | (sel[1] & ~sel[0] & data[2]) | (sel[1] & sel[0] & data[3]);
endmodule
[./config.mk]
export PLATFORM = sky130hd
export DESIGN_NAME = alu
export DESIGN_NICKNAME = alu
export VERILOG_FILES = /design/flow/design.v
export SDC_FILE = /design/flow/constraint.sdc
export NUM_CORES = 4
export LEC_CHECK = 1
export CORE_UTILIZATION = 50
[./constraint.sdc]
current_design alu

set clk_period 20.4
set clk_io_pct 0.2

create_clock -name clk0 -period $clk_period

set non_clock_inputs [all_inputs -no_clocks]
set_input_delay [expr $clk_period * $clk_io_pct] -clock clk0 $non_clock_inputs
set_output_delay [expr $clk_period * $clk_io_pct] -clock clk0 [all_outputs]
==> impl_metrics.yaml <==
# implementation run metrics
run_status:
  status: "complete, no violations"
cells_and_area:
  post_layout_nonfiller_instances: 1261
  utilization_pct: 58.2
  seq_cells: 0
  regArea_um2: 0
  drive_gt1_share_pct: 8.82
  final_area_um2: 8460
  clkbuf_count: 0
  syn2layout_area_growth_pct: 13.7
timing:
  hold_violations: 0
  max_freq_mhz: 71.1
  min_period_ns: 14.07
  setup_tns_ns: 0
  rsz0062_at_grt: "false"
  tightest_slew_ns: 0.972
  finalMaxSlewViolations: 0
  layout_setup_ws_ns: 6.33
  final-setup-viol-count: 0
  relSlewSlack_pct: 34.8
  finalCritPeriodShare_pct: 69.0
placement:
  placed_cells: 1261
  place.gp.congestion: 1.05
  dpl_cell_area_um2: 8460
  dp_hpwl_mm: 23.4
  place_ws_ns: 6.41
  port_buffers: 101
worst_setup_path:
  cp_top_family: "simple AND/OR/NAND/NOR gates"
  cp.depth: 22
  worstPathArrival_ns: 9.99
  cpPeakStageDelay_ns: 0.66
  crit_path_max_fanout: 27
  required_ns: 16.32
  critPathCapture: "zero_flag"
  crit_buf_inv: 3
  path_class: "primary input to output pin"
  worstPathCellList: "clkdlybuf4s50_1 > nor2_4 > buf_4 > xnor2_1 > ha_1 > a211o_1 > a2111oi_2 > o41ai_1 > a211o_4 > a31oi_4 > o21ai_2 > fa_1 > xor2_1 > nor4_1 > nand3_1 > nor2_1 > nand4_1 > nor3_1 > nand4_1 > nor4_1 > and3b_1 > clkdlybuf4s50_1"
  startpoint: "aluOP[2]"
  endpoint_kind: "output pin"
  startpoint_type: "primary input"
  slowest_stage: "clkdlybuf4s50_1"
cts:
  cts_resized: 0
  cts_setup_buffers: 0
  postCtsHoldBufs: 0
routing:
  wl_per_cell_um: 23.8
  drc: 0
  drt_iter0_markers: 952
  antenna_left: 0
  drt_wl_total_mm: 30.1
  antennaDiodeCount: 0
  firstDrtPassIters: 5
  num_vias: 8417
  routed_via_density: 6.67
min_path:
  hold_class: "primary input to output pin"
floorplan:
  die_w_um: 124
  core_um2: 14500
  die_area_um2: 15400
  initial_core_util_pct: 51.2
  num_io_pins: 101
  fp.dieH_um: 124
  num_rows: 44
global_routing:
  grt_overflow_total: 0
  grt_pass1_wl_mm: 45.7
  grt_max_degree: 65
  grt_pass1_vias: 7734
  grt_usage_pct: 41.2
  antenna_found_initial: 0
synthesis:
  top_area_share_pct: 16.5
  synthCells: 1037
  postSynthSeqShare_pct: 0
  syn-cell-area_um2: 7440
  synth.largest_area_cell: "ha_1"
  yosys_area_um2: 7440
  area_leaders: "ha_1, mux4_2, mux2i_1, a21oi_1, nor2_1"
  yosysUniqueCellTypes: 70
  ys_cells: 1037
  synth.avg_cell_area_um2: 7.17
  yosys_warnings: 1
pwr:
  cellPowerDensity_nw_per_um2: 32.3
  leakage_nw: 3.67
  ir_drop_v: 0.0000180
run:
  warning_count: 67
  maxCapViolations: 0
==> Yosys cell counts, types with 5 or more instances <==
library cell and instances:
a222oi_1 7, a21o_1 21, o31ai_1 10, nand2_1 67, xor2_1 12, a31oi_1 10
a211oi_1 26, nand3_1 15, a221o_1 7, nand2b_1 12, a31o_2 6, o211a_1 6
buf_2 23, and2_1 8, mux2i_1 51, xnor2_1 42, nor2_1 113, o211ai_1 33
or2_2 5, nand4_1 6, nor4_1 6, fa_1 7, clkbuf_1 41, a21oi_1 97
mux4_2 26, o21ai_0 49, a211o_1 14, nor3_1 23, a221oi_1 14, buf_1 7
inv_1 73, ha_1 98, a22oi_1 14, mux2_2 16, o21ai_1 5, or3_1 7
==> cell usage in the layout, fill, tap and decap left out, types with 16 or more instances in the layout <==
master           count
ha_1                98
mux2_2              16
mux2i_1             51
nor3_1              21
nand2_1             67
mux4_2              26
nor2_1             111
o211ai_1            33
clkdlybuf4s50_1     96
a21o_1              21
buf_4               17
a211oi_1            26
o21ai_0             49
xnor2_1             42
inv_1               73
a21oi_1             97
==> cell families after synthesis <==
| logic type | Yosys count | synth area share [%] |
|---|---|---|
| adders and majority gates | 105 | 18.4 |
| buffers and inverters | 152 | 8.36 |
| muxes | 93 | 17.2 |
| and+or+nand+nor | 274 | 16.5 |
| AOI/OAI and AO/OA | 359 | 33.3 |
| xor gates and xnor gates | 54 | 6.36 |
==> worst min path at each step <==
| stage | start | end | slack (ns) | cells past startpoint |
|---|---|---|---|---|
| 6_report | inputB[3] | result[12] | 9.25 | 5 |
| 5_1_grt | aluOP[3] | result[6] | 9.32 | 5 |
| 4_1_cts | inputB[3] | result[12] | 9.25 | 5 |
==> per-stage QoR <==
step / power (W) / hold WS [ns]
5_1_grt: 0.000297 / 9.32
3_5_place_dp: 0.000267 / 9.25
3_3_place_gp: 0.000268 / 9.25
6_report: 0.000273 / 9.25
2_1_floorplan: 0.000170 / 8.25
4_1_cts: 0.000268 / 9.25
==> report_power, final <==
group | switching [W] | internal (W) | total (W)
Combinational | 0.000156 | 0.000117 | 0.000273
Clock | 0 | 0 | 0
Sequential | 0 | 0 | 0
Total | 0.000156 | 0.000117 | 0.000273
==> routing by layer <==
| metal | up-vias | share of wire (%) | global-route usage [%] |
|---|---|---|---|
| li1 | 3946 | - | - |
| met1 | 3874 | 41 | 57.2 |
| met2 | 502 | 43 | 60.8 |
| met3 | 95 | 10 | 8.64 |
| met4 | 0 | 5.9 | 20.3 |
| met5 | - | 0 | 0 |
==> area by class of cell <==
cell class                      instances  area (µm²)
Tap cell                              184         230
Multi-Input combinational cell        885        6840
Fill cell                            1410        6080
Inverter                               76         285
Timing Repair Buffer                  116        1100
Power and IR drop assume default switching activity.
