==> design/flow/design.v <==
module WBU #(parameter WIDTH = 32) (
    input [4 : 0] rs1_addr,
    input [4 : 0] rs2_addr,
    output [31 : 0] rs1_data,
    output [31 : 0] rs2_data,
    input clk,
    input rst,
    input lsu_valid,
    input [103 : 0] lsu_data,
    output wbu_valid
);
wire [31 : 0] alu_result = lsu_data[103 : 72];
wire [31 : 0] lsu_rdata = lsu_data[71 : 40];
wire rd_wen = lsu_data[39];
wire [4 : 0] rd_addr = lsu_data[38 : 34];
wire [1 : 0] rd_input_sel = lsu_data[33 : 32];
wire [31 : 0] csr_data_o = lsu_data[31 : 0];
reg has_new_data;
always_ff @(posedge clk) begin
    has_new_data <= lsu_valid ? 1'b1 : 1'b0;
end
assign wbu_valid = has_new_data;
wire [WIDTH - 1 : 0] rd_data = rd_input_sel == 2'b01 ? lsu_rdata : 
                               rd_input_sel == 2'b10 ? csr_data_o : 
                               alu_result;
registerfile #(32) RF_INTER (
    .clk(clk),
    .wen(rd_wen & has_new_data),
    .rd_addr(rd_addr),
    .rd_data(rd_data),
    .rs1_addr(rs1_addr),
    .rs1_data(rs1_data),
    .rs2_addr(rs2_addr),
    .rs2_data(rs2_data)
);
endmodule
module registerfile #(parameter WIDTH = 32) (
    input clk,
    input wen,
    input [4 : 0] rd_addr,
    input [WIDTH - 1 : 0] rd_data,
    input [4 : 0] rs1_addr,
    output [WIDTH - 1 : 0] rs1_data,
    input [4 : 0] rs2_addr,
    output [WIDTH - 1 : 0] rs2_data
);
reg [WIDTH - 1 : 0] register_file [31 : 0];
wire not_x0 = |rd_addr;
always @(posedge clk) begin
    if (wen & not_x0) register_file[rd_addr] <= rd_data;
end
assign rs1_data = rs1_addr != 0 ? register_file[rs1_addr] : {WIDTH{1'b0}};
assign rs2_data = rs2_addr != 0 ? register_file[rs2_addr] : {WIDTH{1'b0}};
endmodule
==> design/flow/run.sh <==
#!/bin/bash
# OpenROAD 26Q1-2900-gdf79404cd8, Yosys 0.63+post, stock flow scripts
make -C /OpenROAD-flow-scripts/flow DESIGN_CONFIG=/design/flow/config.mk WORK_HOME=/design/flow/orfs finish
==> design/flow/config.mk <==
export PLATFORM = sky130hd
export DESIGN_NAME = WBU
export DESIGN_NICKNAME = WBU
export VERILOG_FILES = /design/flow/design.v
export SDC_FILE = /design/flow/constraint.sdc
export NUM_CORES = 4
export LEC_CHECK = 1
export CORE_UTILIZATION = 50
==> design/flow/constraint.sdc <==
current_design WBU

set clk_period 6.2
set clk_io_pct 0.2

create_clock -name clk0 -period $clk_period [get_ports {clk}]

set non_clock_inputs [all_inputs -no_clocks]
set_input_delay [expr $clk_period * $clk_io_pct] -clock clk0 $non_clock_inputs
set_output_delay [expr $clk_period * $clk_io_pct] -clock clk0 [all_outputs]
==> report_table.html <==
<h3>Flow metrics</h3>
<table>
<tr><th>Metric</th><th>Value</th></tr>
<tr><th colspan="2">Synth</th></tr>
<tr><td>Fraction of registers with async set or reset after synthesis</td><td>0%</td></tr>
<tr><td>Leading cell types by total area after synthesis</td><td>sky130_fd_sc_hd__edfxtp_1, sky130_fd_sc_hd__mux4_2, sky130_fd_sc_hd__mux2i_1</td></tr>
<tr><td>Share of the synthesized area in the top cell type</td><td>63.6%</td></tr>
<tr><td>Gate count after technology mapping</td><td>2511</td></tr>
<tr><td>Cell type with the largest total area after synthesis</td><td>sky130_fd_sc_hd__edfxtp_1</td></tr>
<tr><td>Number of enable-type register cells in the synthesized netlist</td><td>1024</td></tr>
<tr><td>Count of yosys warnings during synthesis</td><td>2</td></tr>
<tr><td>Synth Flop Type</td><td>sky130_fd_sc_hd__edfxtp_1</td></tr>
<tr><td>Post-synthesis register bit count</td><td>1025</td></tr>
<tr><td>Synth Seq Share</td><td>63.7%</td></tr>
<tr><td>Yosys Instances</td><td>2511</td></tr>
<tr><td>Count of cell types in the netlist</td><td>39</td></tr>
<tr><td>Mapped Avg Cell Area</td><td>19.2 sq um</td></tr>
<tr><td>Syn Std Cell Area</td><td>48300 sq um</td></tr>
<tr><td>Area of the synthesized netlist per yosys stat</td><td>48300 sq um</td></tr>
<tr><th colspan="2">Setup path</th></tr>
<tr><td>Worst setup path startpoint</td><td>rs2_addr[3]</td></tr>
<tr><td>Worst-path fanout max</td><td>16</td></tr>
<tr><td>Setup crit end kind</td><td>output port</td></tr>
<tr><td>Launching point of the worst reg2reg path</td><td>has_new_data</td></tr>
<tr><td>Signal arrival time at the worst endpoint</td><td>4290 ps</td></tr>
<tr><td>Critical path class</td><td>in -&gt; out</td></tr>
<tr><td>Data required, critical path</td><td>4960 ps</td></tr>
<tr><td>Startpoint class of the critical path</td><td>input port</td></tr>
<tr><th colspan="2">Floorplanning</th></tr>
<tr><td>Die outline area</td><td>97900 sq um</td></tr>
<tr><td>Count of standard-cell rows</td><td>113</td></tr>
<tr><td>Die x size</td><td>313 microns</td></tr>
<tr><td>Initial core utilization</td><td>50.6%</td></tr>
<tr><td>Core Area</td><td>95400 sq um</td></tr>
<tr><td>Die y size</td><td>313 microns</td></tr>
<tr><td>Num ports</td><td>182</td></tr>
<tr><th colspan="2">Routing</th></tr>
<tr><td>ANT cells</td><td>0</td></tr>
<tr><td>Initial DRC Count</td><td>1650</td></tr>
<tr><td>Number of vias per cell</td><td>6.80</td></tr>
<tr><td>Average routed wire per standard cell</td><td>36.5 microns</td></tr>
<tr><td>Total detailed-routing wirelength</td><td>151000 microns</td></tr>
<tr><td>Post-route ant nets</td><td>0</td></tr>
<tr><td>Via count</td><td>28100</td></tr>
<tr><td>Number of remaining DRC errors</td><td>0</td></tr>
<tr><td>Number of detailed-route iterations in the first pass</td><td>5</td></tr>
<tr><th colspan="2">GRT</th></tr>
<tr><td>Global route overflow</td><td>0</td></tr>
<tr><td>Global-route wire length before repair</td><td>217000 microns</td></tr>
<tr><td>Pin count of the biggest net entering global routing</td><td>90</td></tr>
<tr><td>Antenna violations before repair</td><td>3</td></tr>
<tr><td>Aggregate global-route resource usage</td><td>35.4%</td></tr>
<tr><td>Vias in the first global route</td><td>32000</td></tr>
<tr><th colspan="2">Pwr</th></tr>
<tr><td>Sw Ratio</td><td>22.5%</td></tr>
<tr><td>Part of the power in registers</td><td>49.2%</td></tr>
<tr><td>Design internal power</td><td>12.3 mW</td></tr>
<tr><td>Switching power summed over all nets</td><td>3.56 mW</td></tr>
<tr><td>Max IR drop VDD</td><td>0.000271 V</td></tr>
<tr><td>Leakage power of the design</td><td>17.9 nW</td></tr>
<tr><td>Clock power share</td><td>40.6%</td></tr>
<tr><td>Power density relative to cell area</td><td>283 nW/um^2</td></tr>
<tr><td>Fraction of power consumed by combinational cells</td><td>10.2%</td></tr>
<tr><td>Overall power</td><td>15.9 mW</td></tr>
<tr><th colspan="2">Clock network</th></tr>
<tr><td>Clock tree from TritonCTS</td><td>done</td></tr>
<tr><td>Clock Tree Root</td><td>sky130_fd_sc_hd__clkbuf_16</td></tr>
<tr><td>Number of CTS-inserted buffers</td><td>108</td></tr>
<tr><td>Buffers inserted during post-CTS setup optimization</td><td>0</td></tr>
<tr><td>Bufs on Longest Clock Path</td><td>3</td></tr>
<tr><td>Number of instances resized during post-cts repair</td><td>0</td></tr>
<tr><td>Later-pin clock latency in the skew report</td><td>670 ps</td></tr>
<tr><td>Clock sink count</td><td>1025</td></tr>
<tr><td>Clock-pin slew on the worst setup and hold paths</td><td>60 ps</td></tr>
<tr><td>Count of hold-fix buffers inserted at cts</td><td>0</td></tr>
<tr><td># H-tree levels</td><td>3</td></tr>
<tr><th colspan="2">Final timing</th></tr>
<tr><td>Max Transition Viols Final</td><td>0</td></tr>
<tr><td>Hold Vio Cnt, Final</td><td>0</td></tr>
<tr><td>Highest attainable clock frequency</td><td>0.181 GHz</td></tr>
<tr><td>Setup Viol. Count Final</td><td>0</td></tr>
<tr><td>Relative slew slack</td><td>36.5%</td></tr>
<tr><td>Fin Setup TNS</td><td>0 ps</td></tr>
<tr><td>RSZ-0062 raised after global routing</td><td>no</td></tr>
<tr><td>Final period demand of the worst path</td><td>5530 ps</td></tr>
<tr><td>Worst hold margin</td><td>965 ps</td></tr>
<tr><td>Maximum clock skew at final layout</td><td>27.1 ps</td></tr>
<tr><td>Actual transition at the worst max-transition pin</td><td>951 ps</td></tr>
<tr><td>Ratio of final minimum period to clock period</td><td>89.2%</td></tr>
<tr><th colspan="2">Worst hold path</th></tr>
<tr><td>Beginning of the worst hold path</td><td>has_new_data</td></tr>
<tr><td>Path class of the lowest-slack min-delay path</td><td>reg -&gt; reg</td></tr>
<tr><th colspan="2">Place</th></tr>
<tr><td>Detailed Place HPWL</td><td>90500 microns</td></tr>
<tr><td>Input/output buffers</td><td>180</td></tr>
<tr><td>Weighted congestion at the end of routability-driven global placement</td><td>0.882</td></tr>
<tr><th colspan="2">Finish</th></tr>
<tr><td>Number of inserted filler cells in the final layout</td><td>6841</td></tr>
<tr><td>Fraction of final layout cells with drive strength greater than 1</td><td>30.8%</td></tr>
<tr><td>Area growth from synthesis to final layout</td><td>16.1%</td></tr>
<tr><th colspan="2">Run</th></tr>
<tr><td>Count of warning messages emitted by the tools</td><td>27</td></tr>
<tr><td>Maxcap violations</td><td>0</td></tr>
<tr><th colspan="2">Run status</th></tr>
<tr><td>Outcome</td><td>completed</td></tr>
</table>
power groups by stage:
| stage | registers, mW | clock network (mW) | logic, mW |
|---|---|---|---|
| after CTS | 7.80 | 6.52 | 1.62 |
| after global routing | 7.81 | 6.76 | 1.72 |
| final | 7.81 | 6.45 | 1.62 |
worst paths after layout:
kind | endpoint | cells after the start | slack, ps
worst max-delay path | rs2_data[22] | 7 | 670
worst min register to register | RF_INTER.register_file[23][29] | 3 | 960
worst min-delay path | RF_INTER.register_file[23][29] | 3 | 960
worst max register to register | RF_INTER.register_file[16][15] | 5 | 3380
synth_stat cells (4+ instances only):
cell                        instances
sky130_fd_sc_hd__edfxtp_1        1024
sky130_fd_sc_hd__mux4_2           448
sky130_fd_sc_hd__mux2i_1          224
sky130_fd_sc_hd__clkbuf_1         101
sky130_fd_sc_hd__nor2b_1           69
sky130_fd_sc_hd__buf_2             66
sky130_fd_sc_hd__a211oi_1          64
sky130_fd_sc_hd__a22oi_1           64
sky130_fd_sc_hd__o21ai_0           54
sky130_fd_sc_hd__a221oi_1          47
sky130_fd_sc_hd__nor2_1            41
sky130_fd_sc_hd__nand2_1           38
sky130_fd_sc_hd__a21oi_1           32
sky130_fd_sc_hd__a221o_1           32
sky130_fd_sc_hd__a311oi_1          32
sky130_fd_sc_hd__a31oi_1           32
sky130_fd_sc_hd__mux2_2            32
sky130_fd_sc_hd__buf_4             31
sky130_fd_sc_hd__o21ai_1           25
sky130_fd_sc_hd__o2111ai_1         17
sky130_fd_sc_hd__buf_6              7
sky130_fd_sc_hd__buf_1              5
sky130_fd_sc_hd__buf_8              4
sky130_fd_sc_hd__nand3b_1           4
flip-flops by register name, indices dropped and copies added, names as in the netlist:
| register | count |
|---|---|
| RF_INTER.register_file | 1024 |
| has_new_data | 1 |
worst max-delay path, stage by stage:
cell                              delay [ps]
sky130_fd_sc_hd__buf_2                   250
sky130_fd_sc_hd__buf_4                   310
sky130_fd_sc_hd__nor2_1                  700
sky130_fd_sc_hd__buf_4                   360
sky130_fd_sc_hd__a22oi_1                 150
sky130_fd_sc_hd__a311oi_1                660
sky130_fd_sc_hd__clkdlybuf4s50_1         600
metrics by stage:
stage / std cells / setup WS (ps) / cell area (sq um) / utilization (%)
floorplan: 2542 / 2300 / 48400 / -
global placement: 3932 / 746 / 52600 / 55.1
detailed placement: 3932 / 756 / 52600 / 55.1
CTS: 4131 / 754 / 56100 / 58.8
global route: 4131 / 578 / 56100 / 58.8
finish: 4131 / 668 / 56100 / 58.8
cells in the final DEF (no fill, tap or decap), drive strengths merged, types with 41 or more instances in the layout:
| cell | count |
|---|---|
| clkinv | 45 |
| a22oi | 64 |
| clkdlybuf4s50 | 168 |
| nor2 | 41 |
| edfxtp | 1024 |
| a211oi | 64 |
| buf | 174 |
| clkbuf | 139 |
| a221oi | 47 |
| mux2i | 224 |
| mux4 | 448 |
| nor2b | 69 |
| o21ai | 79 |
cell type report:
class	count	area (sq um)	share of cell area, %
clock buffers	139	2880	5.14
clock inverters	60	638	1.14
inverters	2	11.3	0.0201
multi-input cells	1298	16900	30.2
flip-flops and latches	1025	30800	54.8
well taps	1265	1580	2.82
repair buffers	342	3280	5.85
metal layers:
layer / track usage (%) / part of all wire [%] / vias up
li1: - / - / 11500
met1: 41.0 / 29 / 14000
met2: 49.7 / 47 / 2264
met3: 30.8 / 20 / 396
met4: 10.6 / 3.9 / 19
met5: 3.14 / 0.30 / -
cells by family after synthesis:
| family | share of synthesized area (%) |
|---|---|
| buf+inv | 2.39 |
| other cells | 0.00776 |
| compound gates | 5.95 |
| simple gates | 1.73 |
| mux | 26.3 |
| flops | 63.7 |
No activity file was given, so power comes from the tool's default toggle rates.
